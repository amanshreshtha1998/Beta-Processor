<file path="./design.v">
module load_clock (
    output reg clk_div,
	input clk,
    input rst
    );
	localparam constantNumber = 11379000;
	localparam cc=88900;
	reg [31:0] count;
always @ (posedge(clk), posedge(rst))
begin
    if (rst == 1'b1)
        count <= 32'b0;
    else if (count == constantNumber - 1)
        count <= 32'b0;
    else
        count <= count + 1;
end
always @ (posedge(clk), posedge(rst))
begin
    if (rst == 1'b1)
        clk_div <= 1'b1;
    else if(count==cc-1)
        clk_div=1'b0;
    else if (count == constantNumber - 1)
        clk_div <= 1'b1;
    else
        clk_div <= clk_div;
end
endmodule
</file>
<file path="./run.sh">
#!/bin/bash
# OpenROAD 26Q1-2900-gdf79404cd8, Yosys 0.63+post, stock flow scripts
make -C /OpenROAD-flow-scripts/flow DESIGN_CONFIG=/design/flow/config.mk WORK_HOME=/design/flow/orfs finish
</file>
<file path="./config.mk">
export PLATFORM = sky130hd
export DESIGN_NAME = load_clock
export DESIGN_NICKNAME = load_clock
export VERILOG_FILES = /design/flow/design.v
export SDC_FILE = /design/flow/constraint.sdc
export NUM_CORES = 4
export LEC_CHECK = 1
export CORE_UTILIZATION = 30
</file>
<file path="./constraint.sdc">
current_design load_clock

set clk_period 5.1
set clk_io_pct 0.2

create_clock -name clk0 -period $clk_period [get_ports {clk}]

set non_clock_inputs [all_inputs -no_clocks]
set_input_delay [expr $clk_period * $clk_io_pct] -clock clk0 $non_clock_inputs
set_output_delay [expr $clk_period * $clk_io_pct] -clock clk0 [all_outputs]
</file>
==> flow_metrics.tcl <==
# metrics dict for downstream scripts
set metrics [dict create \
    layout_top_cells "dfrtp_1 (32), xnor2_1 (16), nand3_1 (15)" \
    hold_path.class "flop to flop" \
    rsz0062_at_grt "no" \
    core-area_um2 5470 \
    worst_pin_slew_ns 0.803 \
    cts_resized 0 \
    path_class "flop to flop" \
    n_fill_cell 568 \
    arrival_ns 2.59 \
    finalSetupTns_ns 0 \
    cp-start-kind "flop" \
    antenna_cells 0 \
    vias 1241 \
    hold_viol 0 \
    crit_required_ns 5.32 \
    clkTransAtPathRegs_ns 0.06 \
    cts_buffers 5 \
    drc 0 \
    syn_to_final_growth_pct 11.0 \
    yosys_cells 166 \
    ir_drop_uv 80.6 \
    ys_types 33 \
    slew_violations 0 \
    max_cap_violations 0 \
    ant_nets 0 \
    antenna_found_initial 0 \
    async_flop_share_pct 100 \
    finalClockPeriodUsage_pct 46.4 \
    grt_max_degree 34 \
    setup_viol 0 \
    finClkSkew_ns 0.00215 \
    h-tree-depth 2 \
    dp_hpwl_um 2300 \
    relSlewSlack_pct 46.0 \
    root_buffer "clkbuf_8" \
    layout_top_cell "dfrtp_1" \
    cts_tree "built" \
    leakage_nw 0.758 \
    tool_warnings 25 \
    grt_pass1_vias 1235 \
    drt_wl_total_um 3340 \
    drt_iter0_drc 91 \
    cp-end-kind "flop" \
    dr.pass1.iters 4 \
    grt_use_total_pct 12.8 \
    ios 3 \
    die_h_um 77.3 \
    layout-drive-gt1-share_pct 8.19 \
    clkLatencyLatePin_ns 0.27 \
    ff_type "dfrtp_1" \
    avgSynthCellArea_um2 10.3 \
    vias_per_cell 5.11 \
    die_area_um2 5980 \
    fin_util_pct 34.5 \
    fp.dieW_um 77.3 \
    synth_warnings 1 \
    critical_path_peak_fanout 14 \
    cts_setup_buffers 0 \
    syn_area_um2 1700 \
    max-clock-path-buffers 2 \
    numSynthFlops 33 \
    max_freq_mhz 422 \
    status "complete, no violations" \
    clkSinkCount 33 \
    initial_core_util_pct 31.1 \
    syn_inst 166 \
    period_minus_slack_ns 2.37 \
    grt_overflow 0 \
    powerDensity_nw_per_um2 243 \
    ctsHoldBuffers 0 \
    ys_area_um2 1700 \
    place.gp.congestion 0.903 \
    wl_per_cell_um 13.8 \
    edf_count 0 \
    io_buffers 2 \
    yosysSeqAreaShare_pct 48.6 \
    grt_pass1_wl_um 5980 \
    fp-row-count 27 \
]
## cells by family (layout without fill, tap and decap cells)
family	Yosys count	in the layout	share of synthesized area, %
xor gates and xnor gates	24	24	12.4
DFF	33	33	48.6
and+or+nand+nor	88	88	31.9
adders and majority gates	1	1	0.735
buffers and inverters	7	12	2.06
AOI/OAI and AO/OA	13	13	4.34
## worst paths after layout
path | from | to | slack, ns | depth (start not counted)
worst max register to register | count[14] | clk_div | 2.73 | 4
worst min register to register | count[27] | count[27] | 0.49 | 1
worst max-delay path | count[14] | clk_div | 2.73 | 4
min in group asynchronous | rst | count[21] | 1.14 | 3
max in group asynchronous | rst | clk_div | 3.64 | 3
worst min-delay path | count[27] | count[27] | 0.49 | 1
## synth_stat cells (2+ instances only)
cell type	instances	area share, %
nand4_1	11	4.0
o21ai_0	4	1.2
nor2_1	11	2.4
nand4b_1	4	2.1
a21oi_1	6	1.8
nor4b_1	3	1.5
nand3_1	15	4.4
and4_1	6	3.1
or3_1	3	1.1
or4_4	2	1.3
xnor2_1	16	8.2
or4_1	2	0.88
o31ai_1	2	0.88
xor2_1	8	4.1
nand2_1	13	2.9
and3_1	5	1.8
nor4_1	5	1.8
dfrtp_1	32	47
clkbuf_1	4	0.88
## report_power, final
| part | internal, W | total [W] | switching (W) |
|---|---|---|---|
| logic | 0.00000123 | 0.00000626 | 0.00000504 |
| registers | 0.000262 | 0.000262 | 0 |
| clock network | 0.000107 | 0.000191 | 0.0000841 |
## critical path, cell delays in order, from the launching register on
cell and delay (ns):
dfrtp_1 0.42, or4b_1 0.54, or4_4 0.51, nor4_4 0.62
o22a_1 0.23
## routing by layer
layer,track usage [%],routed length [µm],vias to the layer above
met1,20.8,1690,603
met4,2.83,62,0
met5,0,0,-
met2,17.5,1470,12
li1,-,-,618
met3,3.02,124,8
## through the flow
stage / worst slack (ns) / hold slack, ns / power, W / area, µm² / std cells
floorplan: 3.12 / 0.447 / 0.000270 / 1700 / 166
global placement: 2.81 / 0.480 / 0.000273 / 1800 / 236
detailed placement: 2.76 / 0.480 / 0.000273 / 1800 / 236
CTS: 2.74 / 0.498 / 0.000467 / 1890 / 243
global route: 2.65 / 0.526 / 0.000480 / 1890 / 243
finish: 2.73 / 0.492 / 0.000459 / 1890 / 243
## state kept, by name, summed over array words and instances (netlist names)
signal,cells
clk_div,1
count,32
## cell type report
class	count	area, µm²	area share [%]
Inverter	1	3.75	0.199
Multi-Input combinational cell	126	846	44.8
Sequential cell	33	827	43.8
Clock buffer	7	86.3	4.57
Tap cell	72	90.1	4.77
Timing Repair Buffer	4	35.0	1.86
Power figures rest on the tool's default switching activity, not on a simulated workload.
