File: design/flow/design.v
module led_2(
    output reg clk_div,
	input clk,
    input rst
    );
	localparam constantNumber = 30000000;
	localparam cc=28000000;
	reg [34:0] count;
always @ (posedge(clk), posedge(rst))
begin
    if (rst == 1'b1)
        count <= 35'b0;
    else if (count == constantNumber - 1)
        count <= 35'b0;
    else
        count <= count + 1;
end
always @ (posedge(clk), posedge(rst))
begin
    if (rst == 1'b1)
        clk_div <= 1'b0;
    else if(count==cc-1)
        clk_div=1'b1;
    else if (count == constantNumber - 1)
        clk_div <= 1'b0;
    else
        clk_div <= clk_div;
end
endmodule
File: design/flow/run.sh
#!/bin/bash
# OpenROAD 26Q1-2900-gdf79404cd8, Yosys 0.63+post, stock flow scripts
make -C /OpenROAD-flow-scripts/flow DESIGN_CONFIG=/design/flow/config.mk WORK_HOME=/design/flow/orfs finish
File: design/flow/config.mk
export PLATFORM = sky130hd
export DESIGN_NAME = led_2
export DESIGN_NICKNAME = led_2
export VERILOG_FILES = /design/flow/design.v
export SDC_FILE = /design/flow/constraint.sdc
export NUM_CORES = 4
export LEC_CHECK = 1
export CORE_AREA = 10 10 111 111
export DIE_AREA = 0 0 121 121
File: design/flow/constraint.sdc
current_design led_2

set clk_period 5.9
set clk_io_pct 0.2

create_clock -name clk0 -period $clk_period [get_ports {clk}]

set non_clock_inputs [all_inputs -no_clocks]
set_input_delay [expr $clk_period * $clk_io_pct] -clock clk0 $non_clock_inputs
set_output_delay [expr $clk_period * $clk_io_pct] -clock clk0 [all_outputs]
==> run_results.csv <==
group,metric,value,unit
outcome,status,"complete, no violations",
grt,grt_max_degree,37,
cells_and_area,utilization,0.210,
floorplanning,chipArea,0.0146,sq mm
floorplanning,fp.coreArea,0.00986,sq mm
sta,max_freq,0.427,GHz
clock_network,clk_pin_slew,0.06,ns
routing,firstDrtPassIters,4,
grt,grt_pass1_vias,1170,
power_and_ir_drop,cellPowerDensity,198,mW/mm^2
placement,dpl_cell_area,0.00199,sq mm
routing,antennaDiodeCount,0,
yosys,ys_warn_count,1,
setup_path,setup.worst_path.end,"count[5]",
placement,hpwl,2.25,mm
routing,vias,1286,
power_and_ir_drop,leakagePower,0.907,nW
hold_path,hp-class,"register to register",
sta,relSlewSlack,0.431,
cells_and_area,drive_gt1_frac,0.0944,
floorplanning,num_io_pins,3,
routing,drtIter0Drc,80,
routing,routed_via_density,4.11,
sta,finalClockSkew,0.00396,ns
clock_network,postCtsSetupBuffers,0,
placement,dp_cells,306,
grt,grt_usage,0.0459,
setup_path,cp-start-kind,"register",
power_and_ir_drop,ir_worst_vdd,0.0000824,V
job,drv_cap,0,
cells_and_area,instances_no_fill,313,
cells_and_area,synthToLayoutAreaGrowth,11.5,%
sta,setup_viol,0,
sta,fin_crit_sh,0.397,
grt,grt_first_pass_wirelength,5.66,mm
setup_path,cp_max_fo,15,
setup_path,rr_startpoint,"count[0]",
setup_path,worstPathArrival,2.46,ns
floorplanning,dieHeight,121,microns
clock_network,cts_tree,"yes",
cells_and_area,lay_top_cells,"dfrtp_1 (36), xor2_1 (20), nand3_1 (13)",
floorplanning,die_w,121,microns
placement,numPortBuffers,2,
clock_network,cts-root-buf,"clkbuf_8",
yosys,mappedNetlistArea,0.00185,sq mm
sta,rsz0062_at_grt,"no",
routing,routedWlPerCell,10.5,microns
yosys,syn_inst,178,
clock_network,cts.sinks,36,
clock_network,cts_buffer_depth,2,
setup_path,crit_path_end_kind,"register",
cells_and_area,layout_top_cell,"dfrtp_1",
sta,holdWs,0.473,ns
clock_network,holdBufCountCts,0,
job,warnings,25,
setup_path,timing_worst_setup_path_type,"register to register",
floorplanning,initial_core_util,0.188,
sta,tightestPinTransition,0.846,ns
setup_path,reg2reg_depth,5,
yosys,yosys_cells,178,
yosys,ys_types,36,
clock_network,cts_resized,0,
routing,drt_wl_total,3.29,mm
sta,finalSetupTns,0,ns
clock_network,numCtsBuffers,5,
grt,antenna_found_initial,0,
placement,gp_congestion,0.818,
routing,postRouteAntennaNets,0,
clock_network,insertion_delay,0.28,ns
sta,slew_violations,0,
yosys,synth_area_per_cell,10.4,sq um
routing,drc,0,
cells_and_area,final_cell_area,0.00207,sq mm
sta,hold_viol_final,0,
cells_and_area,fill_cells,1047,
yosys,yosysSeqAreaShare,0.486,
yosys,ys_area,0.00185,sq mm
setup_path,cp.required,6.02,ns
grt,overflow,0,
sta,period_minus_slack,2.34,ns
setup_path,crit_start,"count[0]",
yosys,synth_flops,36,
floorplanning,rows,36,
setup_path,r2r_end,"count[5]",
setup_path,rrSetupSlack,3.56,ns
clock_network,h-tree-depth,2,
## sequential cells by signal, indices dropped and copies added (netlist names)
signal	count
clk_div	1
count	35
## report_power, final
part           switching (mW)  total, mW  leakage [nW]  internal (mW)
clock network          0.0775      0.158        0.0410         0.0801
logic                 0.00465    0.00571         0.372        0.00106
registers                   0      0.247         0.493          0.247
## per-layer routing
metal  wire length (microns)  global-route usage
met1                    1740              0.0669
met2                    1390              0.0656
met3                     109              0.0146
met4                      46             0.00830
met5                       0                   0
## cell usage after synthesis, drive strengths merged
cell | number | area [sq um]
nor3 | 8 | 40.0
and3 | 5 | 31.3
buf | 8 | 57.6
o31ai | 4 | 30.0
and3b | 1 | 8.76
a21oi | 6 | 37.5
nand3 | 13 | 65.1
o21ai | 2 | 10.0
ha | 1 | 12.5
xnor2 | 6 | 52.6
nor4bb | 1 | 10.0
or4 | 4 | 37.5
nor4 | 10 | 77.6
dfrtp | 36 | 901
nand4 | 12 | 90.1
xor2 | 20 | 175
o22ai | 1 | 6.26
nor2b | 2 | 12.5
nor4b | 1 | 8.76
inv | 6 | 22.5
o311ai | 1 | 8.76
or3 | 3 | 18.8
nor2 | 9 | 33.8
and2 | 3 | 20.0
nand2b | 1 | 6.26
nand2 | 10 | 42.5
and4 | 4 | 36.3
## critical path, stage by stage (launching register included)
cell and delay, ns:
dfrtp_1 0.38, ha_1 0.19, and3_1 0.34, nand2_2 0.24
nor4_4 0.83, o311ai_0 0.21
## final cells by class
type	instances	area (sq um)	area share
clock buffer	6	72.6	0.0351
clock inverter	1	5.00	0.00242
inverter	6	22.5	0.0109
multi-input combinational	128	872	0.422
sequential	36	901	0.436
tap	133	166	0.0805
timing repair buffer	3	27.5	0.0133
## stage by stage
stage | power (mW) | worst slack [ns]
6_report | 0.410 | 3.56
5_1_grt | 0.432 | 3.30
4_1_cts | 0.419 | 3.49
3_5_place_dp | 0.258 | 3.47
3_3_place_gp | 0.258 | 3.63
2_1_floorplan | 0.255 | 3.92
## worst min path at each step
stage	depth (start not counted)	to	startpoint	slack, ns
global route	1	count[34]	count[34]	0.50
finish	1	count[6]	count[6]	0.47
CTS	1	count[34]	count[34]	0.48
## cells by family (layout without fill, tap and decap cells)
kind of cell / after synthesis / in the layout / share of synthesized area
AOI/OAI and AO/OA: 14 / 14 / 0.0500
xor gates and xnor gates: 26 / 26 / 0.123
adders and majority gates: 1 / 1 / 0.00675
buffers and inverters: 14 / 16 / 0.0432
DFF: 36 / 36 / 0.486
and+or+nand+nor: 87 / 87 / 0.291
Power figures rest on the tool's default switching activity, not on a simulated workload.
